**design.v**
```verilog
module DE10_LITE_Golden_Top(
	input 		          		ADC_CLK_10,
	input 		          		MAX10_CLK1_50,
	input 		          		MAX10_CLK2_50,
	output		    [12:0]		DRAM_ADDR,
	output		     [1:0]		DRAM_BA,
	output		          		DRAM_CAS_N,
	output		          		DRAM_CKE,
	output		          		DRAM_CLK,
	output		          		DRAM_CS_N,
	inout 		    [15:0]		DRAM_DQ,
	output		          		DRAM_LDQM,
	output		          		DRAM_RAS_N,
	output		          		DRAM_UDQM,
	output		          		DRAM_WE_N,
	output		     [7:0]		HEX0,
	output		     [7:0]		HEX1,
	output		     [7:0]		HEX2,
	output		     [7:0]		HEX3,
	output		     [7:0]		HEX4,
	output		     [7:0]		HEX5,
	input 		     [1:0]		KEY,
	output		     [9:0]		LEDR,
	input 		     [9:0]		SW,
	output		     [3:0]		VGA_B,
	output		     [3:0]		VGA_G,
	output		          		VGA_HS,
	output		     [3:0]		VGA_R,
	output		          		VGA_VS,
	output		          		GSENSOR_CS_N,
	input 		     [2:1]		GSENSOR_INT,
	output		          		GSENSOR_SCLK,
	inout 		          		GSENSOR_SDI,
	inout 		          		GSENSOR_SDO,
	inout 		    [15:0]		ARDUINO_IO,
	inout 		          		ARDUINO_RESET_N,
	inout 		    [35:0]		GPIO
);
wire clk;
wire hlt;
wire rst;
clock_controller clk_ctrl(
	.clk_base(MAX10_CLK1_50),
	.step(~KEY[0]),
	.step_en(SW[9]),
	.hlt(hlt),
	.rst(rst),
	.clk_out(clk)
);
defparam clk_ctrl.DIVISOR = 10000000;
assign HEX3 = 8'b11111111;
assign HEX4 = 8'b11111111;
assign HEX5 = 8'b11111111;
assign rst = ~KEY[1];
cpu proc(
	.HEX0(HEX0),
	.HEX1(HEX1),
	.HEX2(HEX2),
	.LEDR(LEDR),
	.SW(SW),
	.hlt_out(hlt),
	.clk(clk),
	.rst(rst)
);
endmodule
module alu(
	input [7:0] a_in,
	input [7:0] b_in,
	output [7:0] alu_out,
	input en,
	input su,
	output carry_out,
	output zero_out
);
reg [8:0] result;
always@ (a_in or b_in or su)
begin
	if (su) result <= a_in - b_in;
	else result <= a_in + b_in;
end
assign alu_out = en ? result[7:0] : 8'bz;
assign carry_out = result[8];
assign zero_out = !result;
endmodule
module clock_controller(
	input clk_base,
	input step,
	input step_en,
	input hlt,
	input rst,
	output clk_out
);
parameter DIVISOR = 2;
wire clk_div_out;
reg step_en_buf = 1'b1;
clock_divider clk_div(
	.clk_in(clk_base),
	.clk_out(clk_div_out),
	.rst(rst)
);
defparam clk_div.DIVISOR = DIVISOR;
always@ (posedge clk_div_out)	step_en_buf <= step_en;
assign clk_out = !hlt && (step_en_buf ? step : clk_div_out);
endmodule
module clock_divider(
	input clk_in,
	input rst,
	output reg clk_out
);
parameter DIVISOR = 2;
localparam counter_bits = $clog2(DIVISOR + 1)-1;
reg [counter_bits:0] counter;
always@ (posedge clk_in, posedge rst)
begin
	if (rst)
	begin
		counter <= 0;
		clk_out <= 1'b0;
	end
	else
	begin
		counter = counter + 1'b1;
		if (counter == DIVISOR)
		begin
			counter <= 0;
			clk_out <= ~clk_out;
		end
	end
end
endmodule
module cpu(
	output [7:0] HEX0,
	output [7:0] HEX1,
	output [7:0] HEX2,
	output [9:0] LEDR,
	input [9:0] SW,
	output hlt_out,
	input clk,
	input rst
);
wire [7:0] bus;
reg [2:0] T = 0;
wire T_rst;
reg carry, zero;
wire a_wr, a_en;
wire b_wr, b_en;
wire ir_wr, ir_en;
wire alu_en, alu_su, alu_co, alu_zo;
wire ram_en, ram_wr;
wire mar_wr;
wire pc_co, pc_j, pc_ce;
wire sseg_wr;
wire hlt;
wire [3:0] ram_addr;
wire [7:0] alu_a;
wire [7:0] alu_b;
wire [3:0] instr_opcode;
wire [15:0] control_word;
assign LEDR[7:0] = bus;
assign LEDR[8] = clk;
assign LEDR[9] = hlt;
assign hlt_out = hlt;
assign b_en = 1'b0;
assign hlt		= control_word[0];
assign mar_wr	= control_word[1];
assign ram_wr	= control_word[2];
assign ram_en	= control_word[3];
assign ir_wr	= control_word[4];
assign ir_en	= control_word[5];
assign a_wr		= control_word[6];
assign a_en		= control_word[7];
assign alu_en	= control_word[8];
assign alu_su	= control_word[9];
assign b_wr		= control_word[10];
assign sseg_wr	= control_word[11];
assign pc_ce	= control_word[12];
assign pc_co	= control_word[13];
assign pc_j		= control_word[14];
assign T_rst	= control_word[15];
register reg_a(
	.data(bus),
	.data_alu(alu_a),
	.clk(clk),
	.rst(rst),
	.wr(a_wr),
	.en(a_en)
);
register reg_b(
	.data(bus),
	.data_alu(alu_b),
	.clk(clk),
	.rst(rst),
	.wr(b_wr),
	.en(b_en)
);
instr_reg ir(
	.data(bus),
	.instr_out(instr_opcode),
	.clk(clk),
	.rst(rst),
	.wr(ir_wr),
	.en(ir_en)
);
alu add_sub(
	.a_in(alu_a),
	.b_in(alu_b),
	.alu_out(bus),
	.en(alu_en),
	.su(alu_su),
	.carry_out(alu_co),
	.zero_out(alu_zo)
);
memory_addr_reg mar(
	.addr_in(bus[3:0]),
	.addr_out(ram_addr),
	.clk(clk),
	.rst(rst),
	.wr(mar_wr)
);
ram mem(
	.addr_in(ram_addr),
	.data(bus),
	.clk(clk),
	.en(ram_en),
	.wr(ram_wr)
);
program_counter pc(
	.data(bus[3:0]),
	.clk(clk),
	.rst(rst),
	.co(pc_co),
	.j(pc_j),
	.ce(pc_ce)
);
sseg_controller sseg(
	.value_in(bus),
	.HEX0(HEX0),
	.HEX1(HEX1),
	.HEX2(HEX2),
	.clk(clk),
	.rst(rst),
	.wr(sseg_wr)
);
microcode_rom mc(
	.instr(instr_opcode),
	.state(T),
	.control_word_out(control_word),
	.carry_in(carry),
	.zero_in(zero)
);
always@ (negedge clk, posedge rst)
begin
	if (rst) T <= 3'b0;
	else if (T_rst || T == 3'd4) T <= 3'b0;
	else T <= T + 3'b1;
end
always@ (posedge clk)
begin
	if (alu_en)
	begin
		carry <= alu_co;
		zero <= alu_zo;
	end
end
endmodule
module instr_reg(
	inout [7:0] data,
	output [3:0] instr_out,
	input clk,
	input rst,
	input wr,
	input en
);
reg [7:0] value;
always@ (posedge clk, posedge rst)
begin
	if (rst) value <= 8'b0;
	else if (wr) value <= data;
end
assign data = en ? (8'b0 | value[3:0]) : 8'bz;
assign instr_out = value[7:4];
endmodule
module microcode_rom(
	input [3:0] instr,
	input [2:0] state,
	output [15:0] control_word_out,
	input carry_in,
	input zero_in
);
wire [15:0] ucode2 [15:0];
wire [15:0] ucode3 [15:0];
wire [15:0] ucode4 [15:0];
reg [15:0] status;
always @(instr or state)
begin
	case (state)
	3'b000:	status <= 16'b0010_0000_0000_0010;  
	3'b001:	status <= 16'b0001_0000_0001_1000;  
	3'b010:	status <= ucode2[instr];
	3'b011:	status <= ucode3[instr];
	3'b100:	status <= ucode4[instr];
	default:	status <= 16'b0;
	endcase
end
assign control_word_out = status;
assign ucode2[4'b0000] = 16'b1000_0000_0000_0000;	 
assign ucode2[4'b0001] = 16'b0000_0000_0010_0010;	 
assign ucode2[4'b0010] = 16'b0000_0000_0010_0010;	 
assign ucode2[4'b0011] = 16'b0000_0000_0010_0010;	 
assign ucode2[4'b0100] = 16'b1000_0000_0110_0000;	 
assign ucode2[4'b0101] = 16'b1100_0000_0010_0000;	 
assign ucode2[4'b0110] = 16'b0000_0100_0010_0000;	 
assign ucode2[4'b0111] = 16'b0000_0100_0010_0000;	 
assign ucode2[4'b1000] = 16'b1000_0000_0010_0000 | (carry_in << 16'd14);	 
assign ucode2[4'b1001] = 16'b1000_0000_0010_0000 | (zero_in  << 16'd14);	 
assign ucode2[4'b1010] = 16'b0000_0000_0010_0010;	 
assign ucode2[4'b1011] = 16'b0000_0100_0010_0000;	 
assign ucode2[4'b1100] = 16'b0000_0000_0010_0010;	 
assign ucode2[4'b1101] = 16'b1000_0000_0010_0000 | (~carry_in << 16'd14);	 
assign ucode2[4'b1110] = 16'b1000_1000_1000_0000;	 
assign ucode2[4'b1111] = 16'b1000_0000_0000_0001;	 
assign ucode3[4'b0000] = 16'b0000_0000_0000_0000;	 
assign ucode3[4'b0001] = 16'b1000_0000_0100_1000;	 
assign ucode3[4'b0010] = 16'b0000_0100_0000_1000;	 
assign ucode3[4'b0011] = 16'b0000_0100_0000_1000;	 
assign ucode3[4'b0100] = 16'b0000_0000_0000_0000;	 
assign ucode3[4'b0101] = 16'b0000_0000_0000_0000;	 
assign ucode3[4'b0110] = 16'b1000_0001_0100_0000;	 
assign ucode3[4'b0111] = 16'b1000_0011_0100_0000;	 
assign ucode3[4'b1000] = 16'b0000_0000_0000_0000;	 
assign ucode3[4'b1001] = 16'b0000_0000_0000_0000;	 
assign ucode3[4'b1010] = 16'b0000_0100_0000_1000;	 
assign ucode3[4'b1011] = 16'b1000_0011_0000_0000;	 
assign ucode3[4'b1100] = 16'b1000_0000_1000_0100;	 
assign ucode3[4'b1101] = 16'b0000_0000_0000_0000;	 
assign ucode3[4'b1110] = 16'b0000_0000_0000_0000;	 
assign ucode3[4'b1111] = 16'b0000_0000_0000_0000;	 
assign ucode4[4'b0000] = 16'b0000_0000_0000_0000;	 
assign ucode4[4'b0001] = 16'b0000_0000_0000_0000;	 
assign ucode4[4'b0010] = 16'b1000_0001_0100_0000;	 
assign ucode4[4'b0011] = 16'b1000_0011_0100_0000;	 
assign ucode4[4'b0100] = 16'b0000_0000_0000_0000;	 
assign ucode4[4'b0101] = 16'b0000_0000_0000_0000;	 
assign ucode4[4'b0110] = 16'b0000_0000_0000_0000;	 
assign ucode4[4'b0111] = 16'b0000_0000_0000_0000;	 
assign ucode4[4'b1000] = 16'b0000_0000_0000_0000;	 
assign ucode4[4'b1001] = 16'b0000_0000_0000_0000;	 
assign ucode4[4'b1010] = 16'b1000_0011_0000_0000;	 
assign ucode4[4'b1011] = 16'b0000_0000_0000_0000;	 
assign ucode4[4'b1100] = 16'b0000_0000_0000_0000;	 
assign ucode4[4'b1101] = 16'b0000_0000_0000_0000;	 
assign ucode4[4'b1110] = 16'b0000_0000_0000_0000;	 
assign ucode4[4'b1111] = 16'b0000_0000_0000_0000;	 
endmodule
module program_counter(
	inout [3:0] data,
	input clk,
	input rst,
	input co,		 
	input j,			 
	input ce			 
);
reg [3:0] pc = 0;
always@ (posedge clk, posedge rst)
begin
	if (rst) pc <= 4'b0;
	else if (j) pc <= data;
	else if (ce) pc <= pc + 1'b1;
end
assign data = co ? pc : 4'bz;
endmodule
module memory_addr_reg(
	input [3:0] addr_in,
	output [3:0] addr_out,
	input clk,
	input rst,
	input wr
);
reg [3:0] address;
always@ (posedge clk, posedge rst)
begin
	if (rst) address <= 4'b0;
	else if (wr) address <= addr_in;
end
assign addr_out = address;
endmodule
module ram(
	input [3:0] addr_in,
	inout [7:0] data,
	input clk,
	input en,
	input wr
);
reg [7:0] mem[15:0];
always@ (posedge clk)
begin
	if (wr) mem[addr_in] <= data;
end
assign data = en ? mem[addr_in] : 8'bz;
initial
begin
	mem[0] <= 8'b0100_0000;	 
	mem[1] <= 8'b0110_0001;  
	mem[2] <= 8'b1000_0101;  
	mem[3] <= 8'b1110_0000;  
	mem[4] <= 8'b0101_0001;  
	mem[5] <= 8'b1111_0000;  
end
endmodule
module register(
	inout [7:0] data,
	output [7:0] data_alu,
	input clk,
	input rst,
	input wr,
	input en
);
parameter DEFAULT_VALUE = 8'b0;
reg [7:0] value = DEFAULT_VALUE;
always@ (posedge clk, posedge rst)
begin
	if (rst) value <= DEFAULT_VALUE;
	else if (wr) value <= data;
end
assign data = en ? value : 8'bz;
assign data_alu = value;
endmodule
module sseg_display(
	input [3:0] digit,
	output reg [7:0] segment
);
always@ (digit)
begin
	case (digit)
	4'd0:		segment <= 8'b1100_0000;
	4'd1:		segment <= 8'b1111_1001;
	4'd2:		segment <= 8'b1010_0100;
	4'd3:		segment <= 8'b1011_0000;
	4'd4:		segment <= 8'b1001_1001;
	4'd5:		segment <= 8'b1001_0010;
	4'd6:		segment <= 8'b1000_0010;
	4'd7:		segment <= 8'b1111_1000;
	4'd8:		segment <= 8'b1000_0000;
	4'd9:		segment <= 8'b1001_0000;
	default:	segment <= 8'b0111_1111;
	endcase
end
endmodule
module sseg_decoder(
	input [7:0] data_in,
	output reg [3:0] digit0,
	output reg [3:0] digit1,
	output reg [3:0] digit2
);
always@ (data_in)
begin
	digit0 <= data_in % 8'd10;
	digit1 <= (data_in / 8'd10) % 8'd10;
	digit2 <= (data_in / 8'd100) % 8'd10;
end
endmodule
module sseg_controller(
	input [7:0] value_in,
	output [7:0] HEX0,
	output [7:0] HEX1,
	output [7:0] HEX2,
	input clk,
	input rst,
	input wr
);
reg [7:0] value = 0;
wire [3:0] digit0;
wire [3:0] digit1;
wire [3:0] digit2;
sseg_decoder dec(
	.data_in(value),
	.digit0(digit0),
	.digit1(digit1),
	.digit2(digit2)
);
sseg_display displ0(
	.digit(digit0),
	.segment(HEX0)
);
sseg_display displ1(
	.digit(digit1),
	.segment(HEX1)
);
sseg_display displ2(
	.digit(digit2),
	.segment(HEX2)
);
always@ (posedge clk, posedge rst)
begin
	if (rst) value <= 8'b0;
	else if (wr) value <= value_in;
end
endmodule
```
**run.sh**
```bash
#!/bin/bash
# OpenROAD 26Q1-2900-gdf79404cd8, Yosys 0.63+post, stock flow scripts
make -C /OpenROAD-flow-scripts/flow DESIGN_CONFIG=/design/flow/config.mk WORK_HOME=/design/flow/orfs finish
```
**config.mk**
```make
export PLATFORM = sky130hd
export DESIGN_NAME = DE10_LITE_Golden_Top
export DESIGN_NICKNAME = DE10_LITE_Golden_Top
export VERILOG_FILES = /design/flow/design.v
export SDC_FILE = /design/flow/constraint.sdc
export NUM_CORES = 4
export LEC_CHECK = 1
export CORE_AREA = 10 10 121 121
export DIE_AREA = 0 0 131 131
```
**constraint.sdc**
```tcl
current_design DE10_LITE_Golden_Top

set clk_period 6.6
set clk_io_pct 0.2

create_clock -name clk0 -period $clk_period [get_ports {MAX10_CLK1_50}]

set non_clock_inputs [all_inputs -no_clocks]
set_input_delay [expr $clk_period * $clk_io_pct] -clock clk0 $non_clock_inputs
set_output_delay [expr $clk_period * $clk_io_pct] -clock clk0 [all_outputs]
```
==> report_table.html <==
<h3>Flow metrics</h3>
<table>
<tr><th>Metric</th><th>Value</th></tr>
<tr><th colspan="2">Status</th></tr>
<tr><td>Status</td><td>finished clean</td></tr>
<tr><th colspan="2">Final timing</th></tr>
<tr><td>Number of register pins that no clock reaches</td><td>5</td></tr>
<tr><td>Worst Hold Margin</td><td>around 0.50 ns</td></tr>
<tr><td>Number of pins with negative max-slew slack in the final report</td><td>0</td></tr>
<tr><td>Count of endpoints without a timing constraint</td><td>77</td></tr>
<tr><td>Headroom to the max-slew limit</td><td>between 50% and 60%</td></tr>
<tr><td>Summed negative setup slack over all endpoints</td><td>0 ns</td></tr>
<tr><td>Final Hold Violating Endpoints</td><td>0</td></tr>
<tr><td>Final min period</td><td>4.06 ns</td></tr>
<tr><td>Part of the cycle the worst path needs</td><td>just over 60%</td></tr>
<tr><td>Fin worst setup slack</td><td>~2.5 ns</td></tr>
<tr><td>Worst Tran Pin Value</td><td>~0.68 ns</td></tr>
<tr><td>Highest clock rate</td><td>about 250 MHz</td></tr>
<tr><td>Number of setup violations in the final report</td><td>0</td></tr>
<tr><td>Post-route clock skew</td><td>roughly 0.0034 ns</td></tr>
<tr><td>RSZ-0062 raised after global routing</td><td>false</td></tr>
<tr><th colspan="2">Worst setup path</th></tr>
<tr><td>Nature of the critical path endpoint</td><td>output port</td></tr>
<tr><td>Most used cell, CP</td><td>sky130_fd_sc_hd__clkdlybuf4s50_1</td></tr>
<tr><td>Required @ worst endpoint</td><td>~5.3 ns</td></tr>
<tr><td>Top cell family by delay on the critical path</td><td>buffers and inverters</td></tr>
<tr><td>Kind of launch point of the worst setup path</td><td>input pin</td></tr>
<tr><td>Ordered cell list for the critical path</td><td>clkdlybuf4s50_1 &gt; a211oi_1 &gt; clkdlybuf4s50_1</td></tr>
<tr><td>Arrival time of data at the critical path endpoint</td><td>2.74 ns</td></tr>
<tr><td>Kind of critical path</td><td>input pin to output port</td></tr>
<tr><td>CP max stage delay</td><td>approximately 0.57 ns</td></tr>
<tr><td>Number of buffer and inverter instances along the worst setup path</td><td>2</td></tr>
<tr><td>Critical-path top delay cell</td><td>sky130_fd_sc_hd__clkdlybuf4s50_1</td></tr>
<tr><td>Largest driver fanout on the critical path</td><td>5</td></tr>
<tr><th colspan="2">Pwr</th></tr>
<tr><td>Internal power</td><td>between 0.2 and 0.25 mW</td></tr>
<tr><td>Part of the power in combinational logic</td><td>3.1%</td></tr>
<tr><td>Leak</td><td>1.11 nW</td></tr>
<tr><td>Part of the total power dissipated in sequential elements</td><td>between 50% and 60%</td></tr>
<tr><td>Worst voltage drop across the vdd grid</td><td>approximately 120 uV</td></tr>
<tr><td>Switching power</td><td>0.0591 mW</td></tr>
<tr><td>Clk network pwr share</td><td>a little under half</td></tr>
<tr><td>Fraction of power spent switching nets</td><td>between 10% and 20%</td></tr>
<tr><td>Final Power</td><td>about 0.3 mW</td></tr>
<tr><td>Pwr Density</td><td>roughly 120 mW/mm^2</td></tr>
<tr><th colspan="2">Die</th></tr>
<tr><td>X dimension of the die</td><td>around 130 um</td></tr>
<tr><td>Count of boundary I/O pins</td><td>185</td></tr>
<tr><td>Placeable core region</td><td>roughly 0.012 sq mm</td></tr>
<tr><td>FP Core Util</td><td>roughly a fifth</td></tr>
<tr><td>Area of the die</td><td>between 0.015 and 0.02 sq mm</td></tr>
<tr><td>Placement Rows</td><td>roughly 40</td></tr>
<tr><td>Die height</td><td>131 um</td></tr>
<tr><th colspan="2">Route</th></tr>
<tr><td>DRC violation total after the first TritonRoute iteration</td><td>between 70 and 80</td></tr>
<tr><td>Antenna Cells</td><td>0</td></tr>
<tr><td>Post-detailed-routing wire length</td><td>slightly above 4 mm</td></tr>
<tr><td>Drt drc</td><td>0</td></tr>
<tr><td>Average routed wire per standard cell</td><td>9.46 um</td></tr>
<tr><td>Via count normalized by instance count</td><td>3.17</td></tr>
<tr><td>Vias after detailed routing</td><td>between 1,000 and 1,500</td></tr>
<tr><td>Final antenna-violating net count</td><td>0</td></tr>
<tr><td>Iteration count of the initial detailed-routing pass</td><td>3</td></tr>
<tr><th colspan="2">Logic synthesis</th></tr>
<tr><td>Number of cell instances after yosys synthesis</td><td>around 270</td></tr>
<tr><td>Leading register cell type out of synthesis</td><td>sky130_fd_sc_hd__dfrtp_1</td></tr>
<tr><td>Number of cells produced by synthesis</td><td>approximately 270</td></tr>
<tr><td>Synth warnings</td><td>57</td></tr>
<tr><td>Number of synthesized flops with an enable pin</td><td>0</td></tr>
<tr><td>Mean instance size in the synthesized netlist</td><td>9.33 sq um</td></tr>
<tr><td>Cell area leaders</td><td>sky130_fd_sc_hd__buf_4, sky130_fd_sc_hd__dfrtp_1, sky130_fd_sc_hd__xnor2_1, sky130_fd_sc_hd__dfrtn_1, sky130_fd_sc_hd__nor2_1</td></tr>
<tr><td>Synthesis area per yosys</td><td>0.00247 sq mm</td></tr>
<tr><td>Share of the yosys chip area belonging to registers</td><td>a little under a third</td></tr>
<tr><td>Area share, top type</td><td>29.8%</td></tr>
<tr><td>Distinct cell type count after synthesis</td><td>47</td></tr>
<tr><td>Syn Std Cell Area</td><td>0.00247 sq mm</td></tr>
<tr><td>Number of storage elements in the synthesis netlist</td><td>30</td></tr>
<tr><td>Post-synthesis async set-or-reset flop share</td><td>between 90% and 100%</td></tr>
<tr><td>Cell taking the most area after synthesis</td><td>sky130_fd_sc_hd__buf_4</td></tr>
<tr><th colspan="2">Cells and area</th></tr>
<tr><td># fillers</td><td>roughly 1,300</td></tr>
<tr><td>Share of the core filled with cells</td><td>between 10% and 20%</td></tr>
<tr><td>Signed area change from the synthesized netlist to the final layout</td><td>-2.78%</td></tr>
<tr><td>Cell area after layout</td><td>approximately 0.0024 sq mm</td></tr>
<tr><td>Fraction of layout cells with a size suffix above 1</td><td>~6.4%</td></tr>
<tr><td>Tally of non-filler cells in the final layout</td><td>about 440</td></tr>
<tr><th colspan="2">GRT</th></tr>
<tr><td>Overall fraction of global-route tracks in use</td><td>under 10%</td></tr>
<tr><td>GRT overflow</td><td>0</td></tr>
<tr><td>Largest net degree at the start of global routing</td><td>30</td></tr>
<tr><td>Global-route wire length before repair</td><td>between 6 and 7 mm</td></tr>
<tr><td>Number of global-route vias before repair</td><td>between 1,000 and 1,500</td></tr>
<tr><td>Antenna violations before repair</td><td>0</td></tr>
<tr><th colspan="2">Placement</th></tr>
<tr><td>Gp weighted congestion</td><td>0.822</td></tr>
<tr><td>Post-Place Cell Area</td><td>around 0.0023 sq mm</td></tr>
<tr><td>IO buf count</td><td>5</td></tr>
<tr><td>Half-perimeter wire length after placement</td><td>about 3.3 mm</td></tr>
<tr><td># placed instances</td><td>about 430</td></tr>
<tr><td>Worst Setup Slack post-DPL</td><td>~2.5 ns</td></tr>
<tr><th colspan="2">CTS</th></tr>
<tr><td>CTS tree</td><td>done</td></tr>
<tr><td>H-tree depth</td><td>1</td></tr>
<tr><td>Worst-case clock buffer depth</td><td>2</td></tr>
<tr><td>Clock buffer count from CTS</td><td>3</td></tr>
<tr><td>Clk root buf</td><td>sky130_fd_sc_hd__clkbuf_16</td></tr>
<tr><td>Clock-pin slew on the worst setup and hold paths</td><td>around 0.06 ns</td></tr>
<tr><td>Number of buffers inserted to repair setup after CTS</td><td>0</td></tr>
<tr><td>Clock latency at the later pin of the worst-skew pair</td><td>0.26 ns</td></tr>
<tr><td>Number of resized instances in the post-cts repair step</td><td>0</td></tr>
<tr><td>Cts hold-fix bufs</td><td>0</td></tr>
<tr><th colspan="2">Job</th></tr>
<tr><td>Max-cap viol count</td><td>0</td></tr>
<tr><td>Total tool warning count</td><td>between 100 and 150</td></tr>
<tr><th colspan="2">Min path</th></tr>
<tr><td>Class of the worst hold path</td><td>register to register</td></tr>
</table>
-- worst paths after layout --
kind,startpoint,end,slack (ns),cells after the start
worst max-delay path,KEY[0],LEDR[8],2.54,3
worst min-delay path,clk_ctrl.clk_div.clk_out,clk_ctrl.clk_div.clk_out,0.50,1
worst max register to register,clk_ctrl.clk_div.counter[0],clk_ctrl.clk_div.clk_out,3.95,7
worst min register to register,clk_ctrl.clk_div.clk_out,clk_ctrl.clk_div.clk_out,0.50,1
max in group asynchronous,KEY[1],clk_ctrl.clk_div.counter[8],4.89,2
min in group asynchronous,KEY[1],clk_ctrl.clk_div.counter[15],1.45,2
-- sequential cells by signal (all words and copies together), names as in the netlist --
| name | count |
|---|---|
| clk_ctrl.step_en_buf | 1 |
| clk_ctrl.clk_div.counter | 24 |
| clk_ctrl.clk_div.clk_out | 1 |
| proc.T | 3 |
| proc.ir.value | 1 |
-- per-layer routing --
metal	vias to the layer above	GRT usage, %	part of all wire (%)
met5	-	0	0
met4	0	0.327	0.71
met3	2	0.817	3.9
met2	50	8.00	48
met1	645	6.22	47
li1	684	-	-
-- kinds of logic after synthesis --
logic type | Yosys count | share of synthesized area (%)
other | 2 | 0.304
AND/OR/NAND/NOR | 77 | 20.2
multiplexers | 1 | 0.405
buffers and inverters | 109 | 32.2
adder cells (fa/ha/maj) | 5 | 2.53
AND-OR/OR-AND | 15 | 5.01
XOR/XNOR | 26 | 9.21
flip-flops | 30 | 30.2
-- layout make-up --
type	count	area, sq um	area share (%)
Inverter	8	30.0	1.25
Sequential cell	30	746	31.0
Timing Repair Buffer	6	57.6	2.39
Multi-Input combinational cell	219	1280	53.3
Clock inverter	1	5.00	0.208
Clock buffer	3	75.1	3.12
Tap cell	168	210	8.75
-- placed cells by master (no fill, tap or decap), types with 3 or more instances in the layout --
master	n
sky130_fd_sc_hd__a21oi_1	4
sky130_fd_sc_hd__clkbuf_16	3
sky130_fd_sc_hd__conb_1	95
sky130_fd_sc_hd__nand2_1	11
sky130_fd_sc_hd__ha_1	5
sky130_fd_sc_hd__clkdlybuf4s50_1	5
sky130_fd_sc_hd__nand3_1	7
sky130_fd_sc_hd__inv_1	8
sky130_fd_sc_hd__xnor2_1	21
sky130_fd_sc_hd__nand4_4	3
sky130_fd_sc_hd__nor3_1	6
sky130_fd_sc_hd__dfrtn_1	3
sky130_fd_sc_hd__and2_1	6
sky130_fd_sc_hd__nor2_1	19
sky130_fd_sc_hd__dfrtp_1	26
sky130_fd_sc_hd__a21boi_0	3
sky130_fd_sc_hd__nand4_1	5
sky130_fd_sc_hd__xor2_1	5
-- cells in the mapped netlist (all sizes together), types with 2 or more instances --
cell    count
buf        99
dfrtp      26
xnor2      21
nor2       19
nand2      11
inv         8
nand3       8
nand4       8
and2        6
nor3        6
ha          5
xor2        5
a21oi       4
a21boi      3
dfrtn       3
nand3b      3
nor4        3
a211oi      2
and3        2
and4        2
clkbuf      2
conb        2
nor2b       2
or2         2
-- power groups by stage --
stage	clock, mW	sequential, mW	combinational [mW]
after global routing	0.144	0.153	0.0131
final	0.134	0.154	0.00914
after CTS	0.136	0.154	0.0112
Power figures rest on the tool's default switching activity, not on a simulated workload.
